==> /design/flow/design.v <==
module lpset6(
    input clock,           
    input start,           
    input data,            
    output done,           
    output reg [15:0] r    
);
parameter IDLE = 0;
parameter CRC_CALC = 1;
wire x16 = data;          
reg [5:0] counter = 0;    
reg state = IDLE;         
always @(posedge clock) begin
    case (state)
        IDLE: begin
            if (start) begin
                state <= CRC_CALC;       
                r <= 16'hFFFF;           
                counter <= 47;           
            end else begin
                state <= IDLE;           
            end
        end
        CRC_CALC: begin
            r[15] <= r[14] ^ x16;        
            r[14:3] <= r[13:2];          
            r[2] <= r[1] ^ r[15] ^ x16;  
            r[1] <= r[0];                
            r[0] <= r[15] ^ x16;         
            counter <= counter - 1;
            if (counter == 1) begin
                state <= IDLE;
            end else begin
                state <= CRC_CALC;
            end
        end
    endcase
end
assign done = (counter == 0);
endmodule
module can_frame_receiver (
    input wire clk,
    input wire rst,
    input wire rx_bus,            
    output reg [10:0] message_id,  
    output reg [7:0] data,         
    output reg [3:0] dlc,          
    output reg crc_error,          
    output reg ack_received,       
    output reg frame_received      
);
    parameter IDLE = 3'b000,
              SOF_DETECTION = 3'b001,
              ARBITRATION = 3'b010,
              CONTROL_FIELD = 3'b011,
              DATA_FIELD = 3'b100,
              CRC_CHECK = 3'b101,
              ACK_SLOT = 3'b110;
    reg [2:0] state, next_state;   
    reg [4:0] bit_counter;         
    reg [15:0] crc_received;       
    reg [15:0] crc_calculated;     
    reg [10:0] id_buffer;          
    reg [7:0] data_buffer;         
    reg crc_start;
    wire crc_done;
    wire [15:0] crc_output;
    lpset6 crc_inst (
        .clock(clk),
        .start(crc_start),
        .data(rx_bus),   
        .done(crc_done),
        .r(crc_output)
    );
    always @(posedge clk or posedge rst) begin
        if (rst) begin
            state <= IDLE;
            bit_counter <= 0;
            crc_error <= 0;
            frame_received <= 0;
            ack_received <= 0;
            message_id <= 11'b0;
            data <= 8'b0;
            dlc <= 4'b0;
        end else begin
            case (state)
                IDLE: begin
                    frame_received <= 0;
                    crc_error <= 0;
                    ack_received <= 0;
                    if (rx_bus == 1'b0) begin   
                        state <= SOF_DETECTION;
                        bit_counter <= 0;
                    end
                end
                SOF_DETECTION: begin
                    if (rx_bus == 1'b0) begin   
                        state <= ARBITRATION;
                        bit_counter <= 0;
                    end else begin
                        state <= IDLE;   
                    end
                end
                ARBITRATION: begin
                    if (bit_counter < 11) begin
                        id_buffer[10 - bit_counter] <= rx_bus;   
                        bit_counter <= bit_counter + 1;
                    end else begin
                        message_id <= id_buffer;
                        state <= CONTROL_FIELD;
                        bit_counter <= 0;
                    end
                end
                CONTROL_FIELD: begin
                    if (bit_counter < 4) begin
                        dlc[3 - bit_counter] <= rx_bus;   
                        bit_counter <= bit_counter + 1;
                    end else begin
                        state <= DATA_FIELD;
                        bit_counter <= 0;
                    end
                end
                DATA_FIELD: begin
                    if (bit_counter < dlc * 8) begin   
                        data_buffer[(dlc * 8 - 1) - bit_counter] <= rx_bus;
                        bit_counter <= bit_counter + 1;
                    end else begin
                        data <= data_buffer;   
                        state <= CRC_CHECK;
                        bit_counter <= 0;
                        crc_start <= 1'b1;   
                    end
                end
                CRC_CHECK: begin
                    if (bit_counter < 15) begin
                        crc_received[14 - bit_counter] <= rx_bus;   
                        bit_counter <= bit_counter + 1;
                    end else if (crc_done) begin   
                        crc_calculated <= crc_output;
                        if (crc_received != crc_calculated) begin
                            crc_error <= 1'b1;   
                        end else begin
                            crc_error <= 1'b0;   
                        end
                        state <= ACK_SLOT;
                        bit_counter <= 0;
                        crc_start <= 1'b0;   
                    end
                end
                ACK_SLOT: begin
                    if (rx_bus == 1'b0) begin   
                        ack_received <= 1'b1;
                    end else begin
                        ack_received <= 1'b0;
                    end
                    frame_received <= 1'b1;   
                    state <= IDLE;   
                end
                default: state <= IDLE;
            endcase
        end
    end
endmodule
==> /design/flow/run.sh <==
#!/bin/bash
# OpenROAD 26Q1-2900-gdf79404cd8, Yosys 0.63+post, stock flow scripts
make -C /OpenROAD-flow-scripts/flow DESIGN_CONFIG=/design/flow/config.mk WORK_HOME=/design/flow/orfs finish
==> /design/flow/config.mk <==
export PLATFORM = sky130hd
export DESIGN_NAME = can_frame_receiver
export DESIGN_NICKNAME = can_frame_receiver
export VERILOG_FILES = /design/flow/design.v
export SDC_FILE = /design/flow/constraint.sdc
export NUM_CORES = 4
export LEC_CHECK = 1
export CORE_UTILIZATION = 40
==> /design/flow/constraint.sdc <==
current_design can_frame_receiver

set clk_period 3.5
set clk_io_pct 0.2

create_clock -name clk0 -period $clk_period [get_ports {clk}]

set non_clock_inputs [all_inputs -no_clocks]
set_input_delay [expr $clk_period * $clk_io_pct] -clock clk0 $non_clock_inputs
set_output_delay [expr $clk_period * $clk_io_pct] -clock clk0 [all_outputs]
==> summary.rpt <==
JOB
-------------------------------------------------------------------------------------------------
Max-cap violation count                                                                         0
Number of warnings in the stage logs                                                           38

PLACED DESIGN
-------------------------------------------------------------------------------------------------
IO Port Bufs                                                                                   28
Weighted congestion reported at the end of routability-driven placement                     0.918
Number of cells in the design after placement                                                1061
Half-perimeter wire length after placement                                                13.5 mm
Post-placement worst setup slack                                                         -1400 ps

SYNTHESIS
-------------------------------------------------------------------------------------------------
Post-synthesis cell count                                                                     704
Yosys cell count                                                                              704
Dominant Register Cell                                                               sky130_fd_sc_hd__edfxtp_1
Mapped Avg Cell Area                                                                     10.3 um2
Area of the synthesized netlist per yosys stat                                           7260 um2
Post-synth tally of flip-flops with integrated enable                                          74
Netlist Area Pre-Place                                                                   7260 um2
Number of distinct library cell variants in the gate-level netlist after synthesis             74
Async S/R FF share, synth                                                                   0.336
Number of synthesized register bits                                                           113
Part of the Yosys area used for sequential elements                                         0.440
Number of warnings printed during yosys synthesis                                               2

CLOCK TREE
-------------------------------------------------------------------------------------------------
CTS Buf Count                                                                                  17
Root Driver                                                                          sky130_fd_sc_hd__clkbuf_16
CTS tree                                                                                     done
Clock transition at path regs                                                               50 ps
Maximum level of the CTS H-tree                                                                 4
Number of buffers on the longest clock path                                                     2
Clock insertion delay at the later pin of the skew report                                  400 ps
Sinks on Clock Net                                                                            113

GLOBAL ROUTING
-------------------------------------------------------------------------------------------------
Largest net degree at the start of global routing                                              45
Gr ovfl total                                                                                   0
Wire length of the first global-routing pass                                              29.9 mm
Number of global-route vias before repair                                                    5882
Initial antenna violation count                                                                 0
Total Routing Usage GR                                                                      0.215

ROUTING
-------------------------------------------------------------------------------------------------
1st-pass router iterations                                                                      5
Overall routed net length                                                                 19.1 mm
Count of nets left with antenna violations after detail routing                                 0
Average routed wire per standard cell                                                     17.0 um
Post-detailed-route DRC marker count                                                            0
Number of diodes added for antenna fixing                                                       0
Drt via density                                                                              5.41
Number of violations reported at the end of detailed-routing iteration 0                      337
Total via count in the routed design                                                         6069

POWER AND IR DROP
-------------------------------------------------------------------------------------------------
Static leakage power                                                                      4.19 nW
Total power density per cell area                                                      811 nW/um2
Maximum ir drop on the vdd rail                                                        0.000605 V

FLOORPLAN
-------------------------------------------------------------------------------------------------
Die outline height                                                                         137 um
I/O Pins                                                                                       29
Starting utilization of the core area                                                       0.415
Horizontal extent of the die                                                               137 um
Overall die area                                                                        18700 um2
Standard-cell rows                                                                             48
Area of the core                                                                        17500 um2

FINAL TIMING
-------------------------------------------------------------------------------------------------
Max-slew violation count                                                                        0
Post-route minimum period                                                                 4540 ps
Measured slew at the worst slew-check pin                                                  846 ps
Final worst clock skew                                                                    9.04 ps
Fmax                                                                                      220 MHz
Final Hold Viols                                                                                0
Unrepaired setup endpoints after global routing                                              true
Worst Setup Slack, final                                                                 -1040 ps
Worst hold slack                                                                           437 ps
Setup Viol. Count Final                                                                        34
Tcrit/Tclk final                                                                             1.30
Max-slew headroom at the worst pin                                                          0.435
TNS Setup                                                                               -13720 ps

CELLS AND AREA
-------------------------------------------------------------------------------------------------
Most used cells in the layout excluding fill and tap cells                           146 x sky130_fd_sc_hd__buf_4, 74 x sky130_fd_sc_hd__edfxtp_1, 73 x sky130_fd_sc_hd__nand2_1
Core occupancy in the finished layout                                                       0.594
Area Overhead vs Synth                                                                      43.1%
Fraction of final layout cells with drive strength greater than 1                           0.405
Most numerous logic cell after layout                                                sky130_fd_sc_hd__buf_4
Tally of non-filler cells in the final layout                                                1122

STATUS
-------------------------------------------------------------------------------------------------
Violated checks                                                                      setup timing
Result of the run                                                                    finished with violations

WORST SETUP PATH
-------------------------------------------------------------------------------------------------
Max stage delay cell, worst path                                                     sky130_fd_sc_hd__or4_4
Critical path class                                                                  register to register
Max FO, Critical Path                                                                           8
Max stage delay on crit path                                                               500 ps
Worst path cell trace                                                                inv_2, ha_4, inv_2, ha_4, o21a_1, nor3_4, buf_6, nand2_2, ha_4, buf_4, nor4_4, buf_4, nand4_4, a21o_4, nor4_4, xnor2_2, or4_4, a211oi_4, buf_6, nand3_1, mux2_4
Category of the worst setup path launch point                                            register
Top delay family on crit path                                                        simple AND/OR/NAND/NOR gates
Reg-to-reg setup timing slack                                                            -1040 ps
Type of element capturing the critical path                                              register
Required time reported for the critical path endpoint                                     3650 ps
CP bufs+invs                                                                                    6
Library cell appearing most often on the critical path                               sky130_fd_sc_hd__ha_4
Arrival time at the worst endpoint                                                        4690 ps

WORST HOLD PATH
-------------------------------------------------------------------------------------------------
Type of the tightest min-delay check                                                 register to register

==> flip-flops by register name (all words and copies together), names as in the netlist, 4 cells and up <==
signal and count:
data 8, dlc 4, crc_received 16, crc_inst.r 16, state 7, bit_counter 5, message_id 11, crc_inst.counter 6
crc_calculated 16, data_buffer 8, id_buffer 11
==> worst paths after layout <==
path                                     from  cells after the start           endpoint
worst max register to register         dlc[1]                     21     data_buffer[2]
worst min register to register  crc_inst.r[3]                      0  crc_calculated[3]
min in group asynchronous                 rst                      2           state[4]
worst max-delay path                   dlc[1]                     21     data_buffer[2]
max in group asynchronous                 rst                      3            data[6]
worst min-delay path            crc_inst.r[3]                      0  crc_calculated[3]
==> per-layer routing <==
metal  part of all wire  vias to the layer above  routed length [um]  global-route usage
met3              0.053                       18                1000              0.0472
met5                  0                        -                   0                   0
met2               0.44                      159                8390               0.313
li1                   -                     2975                   -                   -
met4              0.017                        0                 317              0.0389
met1               0.49                     2917                9380               0.343
==> where the power goes <==
part           internal [mW]  switching, mW  total (mW)
sequential              1.94          0.243        2.19
combinational           2.24           2.25        4.49
clock                   1.13          0.616        1.74
==> cells in the mapped netlist, types with 5 or more instances <==
master                      n  area, um2
sky130_fd_sc_hd__a21oi_1   15       75.1
sky130_fd_sc_hd__clkbuf_1  24       90.1
sky130_fd_sc_hd__or3_1     10       62.6
sky130_fd_sc_hd__ha_1      43        538
sky130_fd_sc_hd__and2_1     7       43.8
sky130_fd_sc_hd__inv_1     28        105
sky130_fd_sc_hd__nor3_1    21        105
sky130_fd_sc_hd__edfxtp_1  74       2220
sky130_fd_sc_hd__nand3_1   20        100
sky130_fd_sc_hd__nand4_1   28        175
sky130_fd_sc_hd__nor4_1    14       87.6
sky130_fd_sc_hd__or4_1      5       37.5
sky130_fd_sc_hd__nand2_1   83        312
sky130_fd_sc_hd__or2_2      6       37.5
sky130_fd_sc_hd__mux2_1     8       90.1
sky130_fd_sc_hd__o21ai_0   26        130
sky130_fd_sc_hd__nor2_1    39        146
sky130_fd_sc_hd__nor4bb_1   5       50.1
sky130_fd_sc_hd__nand2b_1  16        100
sky130_fd_sc_hd__dfrtp_1   37        926
sky130_fd_sc_hd__a31oi_1    5       31.3
sky130_fd_sc_hd__xor2_1    16        140
sky130_fd_sc_hd__mux2_2    51        574
sky130_fd_sc_hd__xnor2_1   39        342
==> kinds of logic after synthesis <==
family,share of synthesized area
AOI/OAI and AO/OA,0.0836
adders and majority gates,0.0742
xor gates and xnor gates,0.0686
DFF,0.440
muxes,0.0971
and+or+nand+nor,0.202
buffers and inverters,0.0338
==> per-stage QoR <==
stage | power (mW) | cell area (um2)
after detailed placement | 5.77 | 8790
after global routing | 8.97 | 10400
final | 8.42 | 10400
after CTS | 7.97 | 9840
after floorplan | 4.30 | 7340
after global placement | 5.72 | 8790
==> repair_timing <==
item                                    in CTS  in global routing
endpoints found under the setup margin      35                 36
pin swaps                                   33                 53
hold buffers                                 0                  0
buffers inserted                            16                 14
gates cloned                                 0                  1
gates resized                               65                 79
==> layout make-up <==
class / instances / area (um2)
fill: 1331 / 7100
clock inverter: 15 / 185
timing repair buffer: 192 / 1630
clock buffer: 17 / 425
inverter: 29 / 115
tap: 225 / 282
sequential: 113 / 3200
multi-input combinational: 531 / 4550
No activity file was given, so power comes from the tool's default toggle rates.
